`./config.mk`:
```
export PLATFORM = sky130hd
export DESIGN_NAME = alu
export DESIGN_NICKNAME = alu
export VERILOG_FILES = /design/flow/design.v
export SDC_FILE = /design/flow/constraint.sdc
export NUM_CORES = 4
export LEC_CHECK = 1
export CORE_AREA = 10 10 73 73
export DIE_AREA = 0 0 83 83
```
`./constraint.sdc`:
```
current_design alu

set clk_period 6.9
set clk_io_pct 0.2

create_clock -name clk0 -period $clk_period

set non_clock_inputs [all_inputs -no_clocks]
set_input_delay [expr $clk_period * $clk_io_pct] -clock clk0 $non_clock_inputs
set_output_delay [expr $clk_period * $clk_io_pct] -clock clk0 [all_outputs]
```
`./design.v`:
```
module alu(input [3:0]a, input [3:0] b, input [2:0] select, output reg [4:0] out);
    always@(*)begin
        case(select)
            3'b000: out = (a)& 5'b11111;
            3'b001: out = (a+b)& 5'b11111;
            3'b010: out = (a-b)& 5'b11111;
            3'b011: out = (a/b)& 5'b11111;
            3'b100: out = (a%b)& 5'b11111;
            3'b101: out = (a<<1)& 5'b11111;
            3'b110: out = (a>>1)& 5'b11111;
            3'b111: out = (a>b)& 5'b11111;
        endcase
    end
endmodule
module tb;
    reg [3:0]a; reg [3:0] b; reg [2:0] select;
    wire [4:0] out;
    alu dut(.a(a),.b(b),.select(select),.out(out));
    initial begin
        $monitor($time,"a = %b b = %b select = %b out = %b",a,b,select,out);
        repeat(100) begin
            a = $random;
            b = $random;
            select= $random;
        end
    end
endmodule
```
`./run.sh`:
```
#!/bin/bash
# OpenROAD 26Q1-2900-gdf79404cd8, Yosys 0.63+post, stock flow scripts
make -C /OpenROAD-flow-scripts/flow DESIGN_CONFIG=/design/flow/config.mk WORK_HOME=/design/flow/orfs finish
```
==> results.cfg <==
; implementation run metrics
[synth]
synth.area.top_cells = ha_1 21%, a21oi_1 7.1%, xnor2_1 5.5%
syn_area_um2 = 1280
yosys-stat-area_um2 = 1280
ys_cells = 173
synth_cell_types = 49
yosys.area.top_type = ha_1
top_area_frac = 0.206
synthCells = 173
ys_seq_frac = 0
avgSynthCellArea_um2 = 7.38
ys_warn_count = 1

[worst_hold_path]
min_to = out[4]
whs_path_depth = 6
hold_class = in -> out
hold_start = a[3]

[drt]
drc = 0
routed_wl_mm = 4.19
vias = 1543
drt_iter0_drc = 150
wire_per_inst_um = 14.2
ant_nets = 0
first_pass_iters = 4
route.antenna.diode_count = 0
avgViaCountPerCell = 5.21

[worst_setup_path]
path_class = in -> out
critPathLaunchType = input pin
cp_slowest_cell = or4_4
crit_required_ps = 5520
cp.arrival_ps = 5740
worstPathMaxFanout = 4
cp_cell_sequence = buf_8 > clkinvlp_4 > ha_4 > a21o_2 > a21oi_2 > nor2_1 > ha_1 > o21a_1 > or4_4 > o31ai_4 > ha_4 > nand4_1 > o21bai_1 > a21oi_2 > buf_4 > mux2_4 > ha_4 > nand2_4 > o211ai_1 > o22ai_4 > buf_6 > mux2_4 > o21ai_1 > buf_2
cp_common_cell = ha_4
cp-end-kind = output port
cpPeakStageDelay_ps = 520

[layout]
syn2layout_area_growth_pct = 68.3
seqCellArea_um2 = 0
nClkBuffers = 0
drive_gt1_frac = 0.456
stdcell_area_um2 = 2150
seq_cell_count = 0

[global_routing]
grt_max_degree = 24
antenna_found_initial = 0
grt_pass1_vias = 1496
gr-total-overflow = 0
grt.total_usage = 0.115
grt_pass1_wl_mm = 7.11

[pwr]
irDropWorstVdd_v = 0.0000557
p_leak_nw = 0.968
cellPowerDensity_nw_per_um2 = 130

[die]
fp.dieW_um = 83
boundaryPins = 16
dieArea_um2 = 6890
core_area_um2 = 3740
initCoreUtil = 0.341
die_h_um = 83
rows = 22

[place]
post-dp-hpwl_mm = 2.98
io_buffers = 16
gp_congestion = 0.928
dpl-instance-area_um2 = 1790

[final_timing]
grt_setup_unrepaired = yes
hold_violations = 0
whs_ps = 3450
finalClockPeriodUsage = 1.03
maxSlewViolCount = 0
worst_slew_pin_slew_ps = 752
setup_viol = 5
layout_setup_ws_ps = -223
fmax_mhz = 140
min_period_ps = 7120
slew_headroom = 0.497

[run]
max-cap-violations = 0
warnings = 39

[run_status]
violations = setup timing
status = finished with violations

[clock_network]
cts_hold_buf = 0
routing by layer:
| metal | wire length (µm) | vias to the layer above | global-route usage | share of wire |
|---|---|---|---|---|
| li1 | - | 787 | - | - |
| met1 | 2090 | 721 | 0.168 | 0.50 |
| met4 | 14 | 0 | 0.00462 | 0.0033 |
| met5 | 0 | - | 0 | 0 |
| met2 | 1940 | 33 | 0.190 | 0.46 |
| met3 | 143 | 2 | 0.00197 | 0.034 |
through the flow:
stage          TNS (ps)  std cells   util  power (mW)  setup slack (ps)
5_1_grt           -2010        296  0.574       0.305              -417
3_5_place_dp      -5600        267  0.478       0.203             -1180
2_1_floorplan         0        173      -       0.126              19.6
3_3_place_gp      -5380        267  0.478       0.204             -1100
4_1_cts            -785        290  0.555       0.255              -203
6_report           -986        296  0.574       0.279              -223
power breakdown:
group	switching (mW)	total [mW]	internal, mW
clock network	0	0	0
logic	0.119	0.279	0.160
registers	0	0	0
worst max-delay path by stage:
stage,startpoint,endpoint,slack [ps]
6_report,b[1],out[1],-220
4_1_cts,b[1],out[0],-200
5_1_grt,b[1],out[1],-420
what timing repair did:
action                                  4_1_cts  5_1_grt
endpoints found under the hold margin         0        0
endpoints found under the setup margin        5        5
pin swaps                                    25       18
gates resized                                59        7
buffers inserted                             23        7
layout make-up:
class / instances / area, µm²
inverter: 14 / 58.8
timing repair buffer: 82 / 634
fill: 331 / 1600
tap: 48 / 60.1
multi-input combinational: 152 / 1400
synth_stat cells, types with 2 or more instances:
| cell | n |
|---|---|
| nand3_1 | 3 |
| nand4_1 | 3 |
| a22oi_1 | 2 |
| nand4b_1 | 2 |
| o21ai_1 | 2 |
| nor3_1 | 6 |
| mux2i_1 | 5 |
| fa_1 | 3 |
| a21o_1 | 3 |
| xnor2_1 | 8 |
| o21a_1 | 2 |
| clkbuf_1 | 5 |
| o21bai_1 | 2 |
| o21ai_0 | 13 |
| mux2_2 | 5 |
| nor2b_1 | 4 |
| ha_1 | 21 |
| o211ai_1 | 3 |
| a21oi_1 | 18 |
| nand2b_1 | 3 |
| nand2_1 | 8 |
| inv_1 | 14 |
| nor2_1 | 12 |
placed cells by master, fill, tap and decap left out, drive strengths merged, types with 2 or more instances in the layout:
master	netlist	routed
xnor2	8	8
inv	14	13
o21a	2	2
o31ai	2	2
mux2i	5	5
nand3	3	3
a21o	4	4
buf	2	74
dlygate4sd2	0	2
nand2	8	8
o211ai	3	3
nor2b	4	4
o21bai	2	2
nand4	3	3
mux2	6	6
a22oi	2	2
nor3	6	6
o21ai	15	15
nand2b	3	3
clkdlybuf4s50	0	6
ha	21	21
a21oi	18	18
nand4b	2	2
fa	3	3
nor2	13	13
worst max-delay path, delay by kind of cell:
family          cells  cell delay, ps
buf+inv             5             540
compound gates      9            1340
simple gates        4             760
mux                 2             600
fa+ha+maj           4            1090
logic make-up (layout without fill, tap and decap cells):
group	Yosys count	count (layout)	share of synthesized area
xor gates and xnor gates	8	8	0.0549
buffers and inverters	21	96	0.0627
adders and majority gates	25	25	0.261
AOI/OAI and AO/OA	59	59	0.321
and+or+nand+nor	48	48	0.203
muxes	11	11	0.0951
other	1	1	0.00294
Power figures rest on the tool's default switching activity, not on a simulated workload.
