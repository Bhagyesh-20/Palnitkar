$ cat /design/flow/config.mk
export PLATFORM = sky130hd
export DESIGN_NAME = task_parity
export DESIGN_NICKNAME = task_parity
export VERILOG_FILES = /design/flow/design.v
export SDC_FILE = /design/flow/constraint.sdc
export NUM_CORES = 4
export LEC_CHECK = 1
export CORE_AREA = 10 10 70 70
export DIE_AREA = 0 0 80 80
$ cat /design/flow/constraint.sdc
current_design task_parity

set clk_period 2.0
set clk_io_pct 0.2

create_clock -name clk0 -period $clk_period

set non_clock_inputs [all_inputs -no_clocks]
set_input_delay [expr $clk_period * $clk_io_pct] -clock clk0 $non_clock_inputs
set_output_delay [expr $clk_period * $clk_io_pct] -clock clk0 [all_outputs]
$ cat /design/flow/design.v
module task_parity(input [15:0] number, output reg out);
    task parity_checker;
        input [15:0] number;
        output reg out;
        integer i;
        begin
            out = 0;
            for(i = 0; i < 16; i = i + 1) begin
                out = out ^ number[i]; 
            end
        end
    endtask
    always @* begin
        parity_checker(number, out);  
    end
endmodule
$ cat /design/flow/run.sh
#!/bin/bash
# OpenROAD 26Q1-2900-gdf79404cd8, Yosys 0.63+post, stock flow scripts
make -C /OpenROAD-flow-scripts/flow DESIGN_CONFIG=/design/flow/config.mk WORK_HOME=/design/flow/orfs finish
==> summary.log <==
qor: setup_path.crit_path_max_incr_delay 260 ps
qor: cells_and_area.final_area 394.1 um2
qor: synthesis.ys_sh_xor 1.000
qor: grt.aggregate_global_route_resource_usage 0.01572
qor: min_path.min_delay_worst_endpoint out
qor: cells_and_area.flops 0
qor: timing.setup_repair_after_global_routing_missed_its_margin false
qor: cells_and_area.final.clkbuf_count 0
qor: synthesis.compound_area_frac 0
qor: cts.post-cts-setup-buffer-count 0
qor: setup_path.critical_path.endpoint_type primary output
qor: setup_path.cp_common_cell sky130_fd_sc_hd__xnor2_1
qor: cells_and_area.layout-drive-gt1-share 0.2188
qor: min_path.worstHoldPathCells 6
qor: detailed_routing.post_drt_wl_per_cell 6.641 um
qor: floorplan.initial_util 0.03846
qor: placement.preCtsSetupSlack -458.8 ps
qor: min_path.hold_path.startpoint number[4]
qor: setup_path.cp-start-kind input port
qor: synthesis.common_cells sky130_fd_sc_hd__xnor2_1 (14), sky130_fd_sc_hd__xor2_1 (1)
qor: timing.hold_viol_final 0
qor: setup_path.largest_fanout_of_any_net_on_the_critical_path 1
qor: timing.setup_violations 0
qor: detailed_routing.vias_per_cell 1.910
qor: synthesis.synth_chip_area 131.4 um2
qor: detailed_routing.highest_layer met3
qor: detailed_routing.drc 0
qor: flow_run.cap_viol_max_count 0
qor: floorplan.vertical_die_dimension 80 um
qor: detailed_routing.vias 149
qor: grt.grt_pass1_wl 814 um
qor: timing.final.min_clock_period 1826 ps
qor: setup_path.crit_type in2out
qor: cells_and_area.area_delta_synth_final 200.0%
qor: floorplan.rows 21
qor: synthesis.yosysTopAreaCellShare 0.9333
qor: synthesis.synth_dominant_cell_count sky130_fd_sc_hd__xnor2_1
qor: setup_path.worst_path_dominant_cell_family XOR/XNOR gates
qor: pwr.leakagePower 0.1820 nW
qor: detailed_routing.drt_pre_antenna_iters 2
qor: grt.antenna_found_initial 0
qor: synthesis.number_of_unique_standard_cell_types_used_by_synthesis 2
qor: synthesis.syn_avg_cell_area 8.758 um2
qor: pwr.cellPowerDensity 297.7 mW/mm2
qor: cells_and_area.flop_area 0 um2
qor: flow_run.stage_log_warnings 32
qor: detailed_routing.residual_antenna_violating_net_count_after_detailed_routing 0
qor: placement.gp_congestion 0.6296
qor: synthesis.yosys_cells 15
qor: floorplan.ios 17
qor: timing.final.setup.tns 0 ps
qor: synthesis.muxShareOfSynthArea 0
qor: detailed_routing.num_antenna_cells 0
qor: setup_path.critical_path.cell_chain dlygate4sd2_1 -> xor2_2 -> xnor2_1 -> xnor2_1 -> xnor2_1 -> buf_2
qor: placement.port_bufs 17
qor: placement.placed_instances 78
qor: cells_and_area.post-route-util 0.1154
qor: floorplan.chip_area 0.006400 mm2
qor: synthesis.synth.logic.top_family XOR/XNOR gates
qor: synthesis.synthCells 15
qor: placement.placed_area 359.1 um2
qor: timing.achievable-frequency 547.7 MHz
qor: synthesis.simple_gate_share 0
qor: timing.max_slew.worst_pin.slew 186.1 ps
qor: setup_path.critical_path.slowest_cell sky130_fd_sc_hd__dlygate4sd2_1
qor: timing.final_critical_path_setup_slack 174.3 ps
qor: detailed_routing.wirelength 518 um
qor: grt.first_global_vias 175
qor: cells_and_area.post_layout_nonfiller_instances 78
qor: floorplan.core_area 0.003416 mm2
qor: synthesis.yosys.stat.seqShare 0
qor: grt.globalRouteOverflowTotal 0
qor: timing.timing.slew.headroom 0.8751
qor: pwr.irDropWorstVdd 0.08703 mV
qor: pwr.fin_total_pwr 0.1173 mW
qor: synthesis.synth_area_leader_cell sky130_fd_sc_hd__xnor2_1
qor: detailed_routing.first_iter_violations 1
qor: detailed_routing.wl_met2 233 um
qor: status.run_status finished clean
qor: setup_path.cp.depth 6
qor: grt.pin_count_of_the_biggest_net_entering_global_routing 2
qor: synthesis.mappedNetlistArea 131.4 um2
qor: timing.finalClockPeriodUsage 0.9129
qor: detailed_routing.dr_wl_met3 41 um
qor: timing.maxSlewViolCount 0
qor: setup_path.required 1600 ps
qor: synthesis.synth.yosys.warnings 1
qor: setup_path.critical_path_buf_inv_count 2
qor: setup_path.worstPathArrival 1430 ps
qor: synthesis.top_cells_by_area sky130_fd_sc_hd__xnor2_1 (93%), sky130_fd_sc_hd__xor2_1 (6.7%)
qor: synthesis.synth.cellmix.adderShare 0
qor: timing.timing.hold.ws 1456 ps
qor: min_path.tightest_hold_check_type in2out
qor: detailed_routing.wl_met1 243 um
qor: floorplan.fp.dieW 80 um
## cell usage in the layout (no fill, tap or decap)
master / synthesis / layout
sky130_fd_sc_hd__buf_2: 0 / 1
sky130_fd_sc_hd__dlymetal6s2s_1: 0 / 4
sky130_fd_sc_hd__xnor2_1: 14 / 9
sky130_fd_sc_hd__xnor2_2: 0 / 5
sky130_fd_sc_hd__dlygate4sd2_1: 0 / 12
sky130_fd_sc_hd__xor2_2: 0 / 1
## worst max path at each step
stage / startpoint / end / slack (ps)
CTS: number[4] / out / 3
global route: number[8] / out / 60
finish: number[8] / out / 170
## metal layers
| layer | track usage | vias to the layer above |
|---|---|---|
| met5 | 0 | - |
| met4 | 0 | 0 |
| met3 | 0.004545 | 0 |
| met2 | 0.02408 | 10 |
| met1 | 0.02247 | 61 |
| li1 | - | 78 |
## power by group
group / internal [mW] / leakage (nW) / switching (mW)
Sequential: 0 / 0 / 0
Combinational: 0.0750 / 0.182 / 0.0423
Clock: 0 / 0 / 0
## final cells by class
type                       count  area [um2]
fill                         411        3022
multi-input combinational     15       176.4
timing repair buffer          17       160.2
tap                           46       57.56
## kinds of logic after synthesis
group / count (synthesis)
xor+xnor: 15
## repair_timing
item / CTS / global route
gates resized: 18 / 7
hold buffers: 0 / 0
pin swaps: 12 / 5
setup endpoints to repair: 1 / 1
Power figures rest on the tool's default switching activity, not on a simulated workload.
